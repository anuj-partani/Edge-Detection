File: run.sh
#!/bin/bash
# OpenROAD 26Q1-2900-gdf79404cd8, Yosys 0.63+post, stock flow scripts
make -C /OpenROAD-flow-scripts/flow DESIGN_CONFIG=/design/flow/config.mk WORK_HOME=/design/flow/orfs finish
File: config.mk
export PLATFORM = sky130hd
export DESIGN_NAME = sobel
export DESIGN_NICKNAME = sobel
export VERILOG_FILES = /design/flow/design.v
export SDC_FILE = /design/flow/constraint.sdc
export NUM_CORES = 4
export LEC_CHECK = 1
export CORE_UTILIZATION = 40
File: constraint.sdc
current_design sobel

set clk_period 6.5
set clk_io_pct 0.2

create_clock -name clk0 -period $clk_period [get_ports {aclk}]

set non_clock_inputs [all_inputs -no_clocks]
set_input_delay [expr $clk_period * $clk_io_pct] -clock clk0 $non_clock_inputs
set_output_delay [expr $clk_period * $clk_io_pct] -clock clk0 [all_outputs]
File: design.v
`timescale 1ns / 1ps
module dataReg #(dataWidth = 8)(
    input i_clk,
    input i_data_valid,
    input [dataWidth-1:0] i_data,
    output reg [dataWidth-1:0] o_data    
);
	always @(posedge i_clk) begin
		if (i_data_valid) begin
			o_data <= i_data;  
		end
	end
endmodule
`timescale 1ns / 1ps
module pipeline #(level=3,dataWidth=2)(
	input                  aclk,
	input [dataWidth-1:0]  inData,
	output [dataWidth-1:0] outData
);
	wire [dataWidth-1:0] w_wires[level-1:0];
	generate
	genvar i;
		for(i=0;i<level;i=i+1)
		begin
			if(i==0)
				dataReg #(.dataWidth(dataWidth))DR(
				.i_clk(aclk),
				.i_data(inData),
				.i_data_valid(1'b1),
				.o_data(w_wires[0])
				);
			else
				dataReg #(.dataWidth(dataWidth))DR(
				.i_clk(aclk),
				.i_data(w_wires[i-1]),
				.i_data_valid(1'b1),
				.o_data(w_wires[i])
				);
		end
	endgenerate
	assign outData = w_wires[level-1];
endmodule
`timescale 1ns / 1ps
module sobel (
	input aclk,
	input aresetn,
	input s_axis_tvalid,
	input [71:0] s_axis_tdata,
	output s_axis_tready,
	input s_axis_tlast,
	input s_axis_tuser,
	output m_axis_tvalid,
	output reg [23:0]  m_axis_tdata,
	input m_axis_tready,
	output m_axis_tlast,
	output m_axis_tuser,
	input   [31:0] threshold
);
	assign s_axis_tready = m_axis_tready;
	integer mac1;
	integer mac2;
	integer mac3;
	integer mac4;
	integer sum1;
	integer sum2;
	always @(posedge aclk) begin
		mac1 <= $signed(s_axis_tdata[7:0]) + $signed(2*s_axis_tdata[15:8])+ $signed(s_axis_tdata[23:16]);  
		mac2 <= $signed(-s_axis_tdata[55:48]) + $signed(-2*s_axis_tdata[63:56])+ $signed(-s_axis_tdata[71:64]);
		sum1 <= $signed(mac1+mac2);  
		mac3 <= $signed(s_axis_tdata[7:0]) + $signed(2*s_axis_tdata[31:24])+ $signed(s_axis_tdata[55:48]);  
		mac4 <= $signed(-s_axis_tdata[23:16]) + $signed(-2*s_axis_tdata[47:40])+ $signed(-s_axis_tdata[71:64]);
		sum2 <= $signed(mac3+mac4);  
		if(($signed(sum1) > $signed(threshold)) ||  ($signed(sum1) < $signed(-threshold)) || ($signed(sum2) > $signed(threshold)) ||  ($signed(sum2) < $signed(-threshold)))
			m_axis_tdata <= {8'd255,8'd255,8'd255};
		else
			m_axis_tdata <= 0; 
	end
	pipeline #(.level(3),.dataWidth(1))PValid(
		.aclk(aclk),
		.inData(s_axis_tvalid),
		.outData(m_axis_tvalid)
	);    
	pipeline #(.level(3),.dataWidth(1))PUser(
		.aclk(aclk),
		.inData(s_axis_tuser),
		.outData(m_axis_tuser)
	);
	pipeline #(.level(3),.dataWidth(1))PLast(
		.aclk(aclk),
		.inData(s_axis_tlast),
		.outData(m_axis_tlast)
	);
endmodule
==> run_results.csv <==
group,metric,value,unit
outcome,status,"complete, but fails checks",
outcome,violations,"setup timing",
grt,antenna_found_initial,0,
clocking,clk_pin_slew,0.07,ns
synth,ys_cells,1949,
clocking,clockBufferDepth,2,
synth,postSynthSeqShare,18.1,%
sta,period_used_share,114,%
cells_and_area,nFillCells,3945,
drt,post_drt_wl_per_cell,14.3,microns
grt,grt.overflow.total,0,
placed_design,hpwl,36500,microns
worst_setup_path,cpMaxStageDelayCell,"fa_2",
placed_design,port_buffers,126,
synth,ys_sh_mux,0.245,%
cells_and_area,area_growth,27.8,%
synth,syn_inst,1949,
synth,simple_gate_area_share,11.5,%
worst_setup_path,crit_type,"in -> reg",
synth,ys_async_sr_fraction,0,%
cells_and_area,regArea,3240,sq um
synth,netlist_area,17900,sq um
min_path,hold_path_end,"PValid.genblk1[2].genblk1.DR.o_data$_DFF_P_",
grt,grt_max_degree,26,
worst_setup_path,critPathMaxFanout,5,
drt,num_vias,14300,
sta,hold_viol_final,0,
job,cap_viol_max_count,0,
drt,drtAntennaViolNets,0,
drt,antenna_cells,0,
synth,synth-main-ff-cell,"dfxtp_1",
grt,grtUsageTotal,19.7,%
sta,setup_viol,31,
placed_design,dp_slack,-1.83,ns
cells_and_area,comb_area,14100,sq um
die,coreArea,44200,sq um
clocking,clk_latency,0.44,ns
min_path,hold_path_startpoint,"PValid.genblk1[1].genblk1.DR.o_data$_DFF_P_",
worst_setup_path,r2r_slack,3.43,ns
clocking,htree_levels,4,
synth,syn_avg_cell_area,9.19,sq um
die,die_x,214,microns
sta,rsz0062_at_grt,"yes",
synth,yosys_register_bits,162,
synth,ys_sh_adder,36.5,%
drt,routed_wl,41700,microns
worst_setup_path,cp-start-kind,"input port",
worst_setup_path,reg2regPathDepth,10,
die,initial_core_util,40.5,%
min_path,hp-class,"reg -> reg",
clocking,root_buffer,"clkbuf_16",
sta,max-slew-margin-rel,54.8,%
grt,grt_pass1_wl,69200,microns
sta,fin_crit,7.42,ns
sta,max_clock_freq,135,MHz
synth,area_leaders,"ha_1 (22%), dfxtp_1 (18%), fa_1 (14%)",
worst_setup_path,cp_common_cell,"fa_1",
sta,slew_violations,0,
worst_setup_path,r2r_start,"mac3[11]$_DFF_P_",
clocking,clock-sinks,162,
worst_setup_path,required,6.83,ns
die,die_h,214,microns
synth,xor_area_share,8.95,%
grt,use_met1,29.5,%
clocking,cts_tree,"yes",
synth,yosysWarnings,3,
job,warnings,44,
sta,whs,0.326,ns
worst_setup_path,cp_top_family,"adder cells",
synth,yosysTopAreaCellShare,22.1,%
synth,ys_area,17900,sq um
die,boundaryPins,138,
sta,skew,0.00649,ns
worst_setup_path,critical_path_arrival,7.75,ns
synth,synth_cell_types,97,
grt,gr-usage-met2,31.2,%
synth,synth_area_leader_cell,"ha_1",
drt,drtIter0Drc,616,
synth,edf_count,0,
grt,grt_busiest_layer,"met2",
placed_design,routabilityCongestion,0.960,
sta,tightest_slew,0.672,ns
drt,vias_per_cell,4.90,
die,rows,77,
grt,grt_util_met3,3.35,%
drt,drc,0,
clocking,numCtsBuffers,17,
worst_setup_path,crit_path_end_kind,"flop",
worst_setup_path,crit_buf_inv,6,
grt,grt_pass1_vias,14300,
sta,setup_slack,-0.924,ns
min_path,hold_depth,0,
synth,most_common_cell,"ha_1",
worst_setup_path,cp_slowest_stage_delay,0.65,ns
synth,aoi_share,18.2,%
worst_setup_path,cp.depth,29,
drt,first_pass_iters,5,
synth,top_logic_kind,"adder cells",
synth,common_cells,"ha_1 (317), inv_1 (257), dfxtp_1 (162)",
cells_and_area,layout-drive-gt1-share,19.6,%
die,fp.dieArea,45600,sq um
worst_setup_path,reg2reg_to,"sum2[28]$_DFF_P_",
[registers in the layout, summed over array words and instances (netlist names), 3 cells and up]
signal,cells
PLast.genblk1.genblk1.DR.o_data,3
PUser.genblk1.genblk1.DR.o_data,3
PValid.genblk1.genblk1.DR.o_data,3
mac1,12
mac2,32
mac3,12
mac4,32
sum1,32
sum2,32
[logic make-up after synthesis]
| group | count (synthesis) |
|---|---|
| compound gates | 481 |
| xor+xnor | 183 |
| fa+ha+maj | 445 |
| buf+inv | 291 |
| flops | 162 |
| mux | 4 |
| simple gates | 383 |
[repair_timing]
action | in CTS | in global routing
endpoints found under the setup margin | 38 | 37
pin swaps | 91 | 101
resized | 87 | 75
hold buffers | 0 | 0
buffers inserted | 15 | 16
gates cloned | 0 | 0
[how the worst max path moves through the flow]
stage                              end              from
after CTS             mac2[30]$_DFF_P_  s_axis_tdata[58]
after global routing  mac2[29]$_DFF_P_  s_axis_tdata[60]
final                 mac2[27]$_DFF_P_  s_axis_tdata[60]
[stage by stage]
stage / util (%) / TNS, ns / instance area (sq um) / std cells
6_report: 51.8 / -16.78 / 22900 / 2918
3_3_place_gp: 49.0 / -48.17 / 21700 / 2859
4_1_cts: 50.9 / -18.59 / 22500 / 2904
2_1_floorplan: - / -19.01 / 18200 / 1949
5_1_grt: 51.8 / -23.84 / 22900 / 2918
3_5_place_dp: 49.0 / -49.48 / 21700 / 2859
[per-layer routing]
| layer | vias up | routed length, microns |
|---|---|---|
| met3 | 31 | 1700 |
| met2 | 212 | 18400 |
| met4 | 0 | 722 |
| li1 | 7510 | - |
| met1 | 6548 | 20900 |
| met5 | - | 0 |
[layout by cell type, fill, tap and decap left out, drive strengths merged, types with 27 or more instances in the layout]
cell type and instances:
a21o 100, a21oi 135, buf 261, clkdlybuf4s50 110
dfxtp 162, fa 128, ha 317, inv 264
nand2 60, nand3 28, nand4 36, nor2 112
nor2b 27, nor3 41, o21a 30, o21ai 92
xnor2 151, xor2 32
[area by class of cell]
cell class              count  area share [%]
repair buffers            379            14.0
inverters                 257            4.24
clock inverters            14           0.743
multi-input cells        1496            61.7
flip-flops and latches    162            14.2
clock buffers              18            1.87
well taps                 592            3.24
