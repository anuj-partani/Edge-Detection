===== design.v =====
`timescale 1ns / 1ps
module r2g(
    input aclk,
    input aresetn,
    input s_axis_tvalid,
    input [23:0] s_axis_tdata,
    output s_axis_tready,
    input s_axis_tuser,
    input s_axis_tlast,
    output reg m_axis_tvalid,
    output reg [23:0] m_axis_tdata,
    input m_axis_tready,
    output reg m_axis_tuser,
    output reg m_axis_tlast
);
    assign s_axis_tready = m_axis_tready;
    wire [7:0] grey_data;
    assign grey_data = (s_axis_tdata[23:16] + s_axis_tdata[15:8] + s_axis_tdata[7:0])/3;
    always @(posedge aclk) begin
        m_axis_tvalid <= s_axis_tvalid;
        m_axis_tdata <= {grey_data,grey_data,grey_data};
        m_axis_tlast <= s_axis_tlast;
        m_axis_tuser <= s_axis_tuser;
    end
endmodule

===== run.sh =====
#!/bin/bash
# OpenROAD 26Q1-2900-gdf79404cd8, Yosys 0.63+post, stock flow scripts
make -C /OpenROAD-flow-scripts/flow DESIGN_CONFIG=/design/flow/config.mk WORK_HOME=/design/flow/orfs finish

===== config.mk =====
export PLATFORM = sky130hd
export DESIGN_NAME = r2g
export DESIGN_NICKNAME = r2g
export VERILOG_FILES = /design/flow/design.v
export SDC_FILE = /design/flow/constraint.sdc
export NUM_CORES = 4
export LEC_CHECK = 1
export CORE_AREA = 10 10 93 93
export DIE_AREA = 0 0 103 103

===== constraint.sdc =====
current_design r2g

set clk_period 10.1
set clk_io_pct 0.2

create_clock -name clk0 -period $clk_period [get_ports {aclk}]

set non_clock_inputs [all_inputs -no_clocks]
set_input_delay [expr $clk_period * $clk_io_pct] -clock clk0 $non_clock_inputs
set_output_delay [expr $clk_period * $clk_io_pct] -clock clk0 [all_outputs]

==> out/metrics.yaml <==
flow_run:
  cap_viol_max_count: 0
  warning_count: 26
worst_setup_path:
  start_kind: "primary input"
  worst_path_largest_cell_delay_ns: 0.53
  worstPathMaxFanout: 11
  cp.arrival_ns: 8.30
  path_class: "in2reg"
  required_ns: 10.20
  crit_path_top_delay_cell: "fa_1"
  critPathCaptureType: "flip-flop"
  critPathLaunch: "s_axis_tdata[1]"
  path_cells: "clkdlybuf4s50_1 -> inv_1 -> fa_1 -> inv_1 -> ha_1 -> fa_1 -> a211o_1 -> a21oi_1 -> or3_1 -> inv_1 -> ha_1 -> o31a_1 -> o221a_4 -> a21oi_2 -> mux2i_1 -> o211ai_2 -> or2_2 -> mux2i_1 -> ha_1 -> inv_1 -> and3_1 -> a31oi_1 -> o21ai_0 -> or4b_1"
  crit_top_cell: "inv_1"
drt:
  vias: 1561
  drt_iter0_markers: 50
  vias_per_cell: 4.818
  dr.pass1.iters: 4
  antenna_cells: 0
  drcViolationCount: 0
  ant_nets: 0
  wl_per_cell_microns: 11.61
  drt-total-wl_mm: 3.762
die:
  dieWidth_microns: 103
  core_region_area_sq_um: 6756
  die_h_microns: 103
  chip_area_sq_um: 10610
  ioPinCount: 58
  rows: 30
  fp_util: 0.2593
power:
  powerDensity_nw_per_um2: 254.5
  cellLeakagePower_nw: 0.9604
  peakVddDrop_mv: 0.05728
  totalPowerFinal_mw: 0.5808
place:
  gp_congestion: 0.8363
  dp_hpwl_mm: 3.249
  io_buffers: 54
finish:
  layout-drive-gt1-share: 0.08197
  area_delta_synth_final_pct: 30.29
sta:
  finalClockPeriodUsage: 0.8113
  period_needed_ns: 8.194
  rsz0062_at_grt: "false"
  slew_violations: 0
  max_freq_mhz: 122.0
  max_slew.worst_pin.slew_ns: 0.6654
  finalSetupViolCount: 0
  slew_headroom: 0.5548
  setup-tns-final_ns: 0
  hold_viol: 0
hold_path:
  holdCritStartpoint: "s_axis_tuser"
  min_path_cells: 1
  hp-class: "in2reg"
synth:
  ys.flop_type: "dfxtp_1"
  synth_cell_types: 62
  ys_warn_count: 1
  avgSynthCellArea_sq_um: 8.422
  yosysCellCount: 208
  yosys.stat.chipArea_sq_um: 1752
  ys_seq_frac: 0.1257
  syn-cell-area_sq_um: 1752
  async_flop_share: 0
  ys_ff: 11
  synth-edff-count: 0
  postSynthCellCount: 208
clocking:
  holdBufCountCts: 0
  clk_path_buf_depth: 2
  clkTransAtPathRegs_ns: 0.04
  ctsResizeCount: 0
  cts_tree: "yes"
  root_buffer: "clkbuf_8"
  cts-htree-levels: 1
  clock-sinks: 11
  post_cts_buffers: 0
  numCtsBuffers: 3
global_route:
  grt_pass1_vias: 1407
  grt_max_degree: 13
  grt_pass1_wl_mm: 6.168
  antenna_found_initial: 0
  grt.total_usage: 0.06816
  overflow: 0
outcome:
  status: "complete, no violations"
-- logic make-up after synthesis --
family	after synthesis	synth area share
buffers and inverters	46	0.1421
DFF	11	0.1257
adders and majority gates	20	0.1786
muxes	9	0.06214
xor gates and xnor gates	5	0.02500
and+or+nand+nor	56	0.1764
AOI/OAI and AO/OA	61	0.2900
-- metal layers --
layer | vias up | routed length [microns] | global-route usage
li1 | 811 | - | -
met1 | 691 | 1895 | 0.1028
met2 | 57 | 1404 | 0.09898
met3 | 2 | 452 | 0.01760
met4 | 0 | 10 | 0.005348
met5 | - | 0 | 0
-- path summary, 6_finish.rpt --
path                                to  slack (ns)
worst min-delay path      m_axis_tuser        2.24
worst max-delay path  m_axis_tdata[16]        1.91
-- cells in the final DEF (no fill, tap or decap), types with 2 or more instances in the layout --
cell type        Yosys  layout
clkdlybuf4s50_1      0      54
inv_1               23      23
nor2_1              16      16
dfxtp_1             11      11
a21oi_1             10      10
nand2_1             10      10
fa_1                 9       9
ha_1                 9       9
o21ai_0              7       7
a21o_1               6       6
nor3_1               6       6
mux2i_1              6       6
a211o_1              5       5
o21a_1               5       5
or3_1                5       5
a211oi_1             4       4
nor2b_1              3       3
xnor2_1              3       3
clkbuf_8             0       3
and2_1               2       2
nor4_1               2       2
nor3_4               2       2
maj3_1               2       2
xor2_1               2       2
a311oi_1             2       2
or2_2                2       2
-- cell type report --
cell class              count  area [sq um]
clock buffers               4         45.04
fillers                   715          4474
inverters                  23         86.33
multi-input cells         151          1282
flip-flops and latches     11         220.2
well taps                  80         100.1
repair buffers             55         548.0
-- synthesized netlist by cell type, drive strengths merged (3+ instances only) --
library cell,count,share of area
xnor2,3,0.015
a21oi,11,0.034
ha,9,0.064
nor3,9,0.041
o21ai,9,0.032
nor2,16,0.034
a211oi,4,0.017
o21a,5,0.021
nand2,10,0.021
a21o,7,0.034
mux2i,7,0.047
fa,9,0.10
a211o,5,0.025
inv,23,0.049
or3,5,0.018
buf,21,0.089
nor2b,3,0.011
dfxtp,11,0.13
-- critical path: cells and delay by family --
family	cells	cell delay, ns
compound gates	8	1.71
fa+ha+maj	5	1.85
mux	2	0.47
buf+inv	5	0.87
simple gates	4	1.37
-- registers in the layout, summed over array words and instances, names as in the netlist --
name	cells
m_axis_tvalid	1
m_axis_tdata	8
m_axis_tlast	1
m_axis_tuser	1
-- where the power goes --
group	switching, mW	total [mW]	internal [mW]
Sequential	0.0101	0.0726	0.0626
Combinational	0.222	0.467	0.245
Clock	0.0138	0.0413	0.0275
-- metrics by stage --
stage / area, sq um / utilization / instances / setup WS [ns] / hold WS (ns)
2_1_floorplan: 1752 / - / 208 / 2.937 / 2.048
3_3_place_gp: 2237 / 0.3311 / 320 / 1.699 / 2.470
3_5_place_dp: 2237 / 0.3311 / 320 / 1.685 / 2.473
4_1_cts: 2282 / 0.3378 / 324 / 1.902 / 2.236
5_1_grt: 2282 / 0.3378 / 324 / 1.465 / 2.230
6_report: 2282 / 0.3378 / 324 / 1.906 / 2.238
Power is estimated from default activity; no workload was simulated.
